==> design.v <==
`timescale 1ns/1ns
 module Memory
   #(parameter ADDR_WIDTH = 32,
     parameter DATA_WIDTH = 32,
     parameter DEPTH = (2*32)-1)
    (
     input [ADDR_WIDTH-1:0] ADDR,
     input CS,CLK,
     input RE,
     input [DATA_WIDTH-1:0] WR_MEM_DATA,
     output reg[DATA_WIDTH-1:0] RE_MEM_DATA
     );
   reg [DATA_WIDTH-1:0] mem[0:DEPTH];
   parameter init_file_select = 0;
     initial
         begin
	 if(init_file_select ==1)
               $readmemh("input.txt",mem,0,((2*32)-1));
         else if(init_file_select == 2)
	       $readmemh("mem_y.txt",mem,0,((2*32)-1));
         end
     always @(posedge CLK) begin
	     if(CS)
		     if(RE) begin
			     RE_MEM_DATA <= mem[ADDR];
		     end
		     else if(RE == 1'b0) begin
			     mem[ADDR] <= WR_MEM_DATA;
		     end
	     end
 endmodule
==> input.txt <==
1926fe26
1d34b66b
e95a4bf
a3fd878
18c45604
26a82645
1c9b812a
2992b3c0
2b989544
2883fd84
201780db
361dbf72
434c7e
196b5870
35dd8067
e5d460b
1e759519
1b3a279e
203b99b9
56d16d8
21910a74
1e51721
a157863
2621363c
1c636b11
de898b9
3700bf9d
192e2f62
370f8eea
1f086655
20c84bab
23e2ec5e
21cea052
240aae8a
e5bdc94
1932a1f4
2e7099ab
28f8a820
287f7d97
1618c86d
36ab8557
3d38c2d
db3b0d2
de64354
719af7b
cf316e6
2c60a942
1a5e72b0
2351ebde
f351821
f0cd6d3
1f3fc6c0
3a015270
3b12f7c8
d4a4f04
1f760ba2
2b638369
283a2627
1ead6800
39723344
5076632
18908b6
3413d8a5
a282fe2
==> mem_y.txt <==
a4f52d7f
31a22cac
47cd8dfa
5fed788f
43e94cc7
104bea96
e5cd766c
4eabdcf3
1b1f197e
3a37fead
e1053517
c5183c23
732e2c10
1ba3a3ea
d1f6a6a1
3bad4108
1057fedf
4108a210
2e2fed73
37e1510b
389ad4ca
3f45fd56
51055af6
335d1041
941067ae
618c9285
f101152e
c668c431
913b55f2
6fa697b5
74fa7108
58bb1897
b7c2ef59
af3c646d
56499fc6
61ae88ba
7e13ae95
aba69215
2cb6292d
7ac88d10
6eb62c21
fa9b8736
510b8a42
1992ad27
ff21dfa2
10363dc5
69b7aa3a
b7934271
510a710a
ef4d92f1
ec341028
10566c92
68df779d
49eff3c2
1011c67d
894e1f3f
c372cdb1
10118573
bc94c7d6
bfe10ab2
e910973c
ae4e15b5
7744cc21
bae45ab2
==> run.sh <==
#!/bin/bash
# OpenROAD 26Q1-2900-gdf79404cd8, Yosys 0.63+post, stock flow scripts
make -C /OpenROAD-flow-scripts/flow DESIGN_CONFIG=/design/flow/config.mk WORK_HOME=/design/flow/orfs finish
==> config.mk <==
export PLATFORM = sky130hd
export DESIGN_NAME = Memory
export DESIGN_NICKNAME = Memory
export VERILOG_FILES = /design/flow/design.v
export SDC_FILE = /design/flow/constraint.sdc
export NUM_CORES = 4
export LEC_CHECK = 1
export CORE_UTILIZATION = 50
==> constraint.sdc <==
current_design Memory

set clk_period 27.4
set clk_io_pct 0.2

create_clock -name clk0 -period $clk_period [get_ports {CLK}]

set non_clock_inputs [all_inputs -no_clocks]
set_input_delay [expr $clk_period * $clk_io_pct] -clock clk0 $non_clock_inputs
set_output_delay [expr $clk_period * $clk_io_pct] -clock clk0 [all_outputs]
==> CHANGELOG.md <==
### Physical design

* Status: completed
* CTS Buffer Depth at 3
* Worst Hold Depth at 3
* Final core utilization at 56.5%
* DR DRC count at 0
* # rows at 145
* CTS root buf: clkbuf_16
* GP Congestion at 0.884
* Mean Syn Cell Area at 17.7 um^2
* Slowest cell on the critical path: a2111oi_0
* Final Slew Violations at 0
* Setup crit start kind: input pin
* Yosys cell count at 4,436
* Worst R2R Setup Slack at 24,730 ps
* RSZ-0062 raised after global routing: no
* I/O pins at 99
* Routed Antenna Nets at 0
* Area delta synth->final at 12.4%
* Reg2reg path depth at 5
* H-Tree Depth at 4
* Initial antenna violation count at 10
* Critical R2R Launch: mem[12][8]$_DFFE_PP_
* Yosys warnings at 1
* Final cell count without fillers at 6,784
* Drt pass-1 iters at 6
* Setup Buffers After CTS at 0
* Final setup viols at 0
* MaxCap Viol Count at 0
* Seq share, synth at 79.6%
* Hold Crit Class: flip-flop to flip-flop
* Hold Path Origin: mem[18][25]$_DFFE_PP_
* Vias per cell at 6.45
* Most Frequent Cell on Critical Path: buf_4
* Routed WL at 215,000 um
* Lkg Pwr at 27.6 nW
* Dpl hpwl at 119,000 um
* Placed Cells at 6,419
* I/O Buffers at 72
* PD cells at 72.4 nW/um^2
* Area of the core at 156,000 um^2
* Init Core Util at 50.3%
* Yosys synthesis chip area at 78,500 um^2
* Max incr delay on CP at 840 ps
* Worst setup margin at 17,770 ps
* Vias in the first global route at 45,000
* Final hold vios at 0
* Setup WS pre-CTS at 17,060 ps
* Die ar. at 159,000 um^2
* Final period util at 35.2%
* Drt wl/cell at 31.8 um
* Cells after synthesis at 4,436
* FF-to-FF End: RE_MEM_DATA[8]$_DFFE_PP_
* Post-cts resize count at 0
* TNS Setup at 0 ps
* Required @ worst endpoint at 27,860 ps
* First-pass GRT wire length at 309,000 um
* Synth Cell Area at 78,500 um^2
* Chip width at 398 um
* Critical path arrival at 10,100 ps
* Gr ovfl total at 0
* Relative max-transition margin at 34.1%
* Async S/R FF share, synth at 0%
* Clock latency (worst-skew pair) at 810 ps
* Post-synth EDFFs at 2,080
* Clk slew on worst S/H paths at 60 ps
* CTS tree: built
* Post-synth top flop: edfxtp_1
* Cell Type Count at 54
* Register bit count reported by yosys at 2,080
* Hold_buf cts at 0
* Clock sinks at 2,080
* Crit path launch: ADDR[2]
* Total track usage at 30.8%
* Worst-case vdd ir drop at 0.0000647 V
* Crit end category: flip-flop
* Detailed Route Iter0 Violations at 2,699
* WHS Endpoint: RE_MEM_DATA[25]$_DFFE_PP_
* Fmax at 104 MHz
* Crit Path Class: input pin to flip-flop
* Clock skew at 25.2 ps
* Overall Power at 6.39 mW
* Tool warnings at 52
* Slew @ Worst Pin at 987 ps
* Vias at 43,700
* Crit path cell chain: buf_8, buf_4, buf_4, inv_2, buf_4, nand2_1, o22ai_1, a2111oi_0, o2111ai_1
* Largest net degree at the start of global routing at 88
* Worst Path Max Fanout at 44
* Share of cells above drive strength 1 at 13.4%
* CTS buffer count at 203
* Die Y at 398 um
* Min Tclk post-route at 9630 ps
-- flip-flops by register name (all words and copies together) (netlist names) --
register and cells:
RE_MEM_DATA 32, mem 2048
-- worst max path at each step --
stage                                  endpoint  depth (start not counted)
after CTS                  mem[53][3]$_DFFE_PP_                          8
final                 RE_MEM_DATA[29]$_DFFE_PP_                          9
after global routing      mem[53][15]$_DFFE_PP_                          8
-- stage by stage --
stage / hold slack [ps] / cell area (um^2)
after detailed placement: 736 / 82300
after CTS: 766 / 88200
final: 764 / 88200
after global placement: 735 / 82300
after global routing: 789 / 88200
after floorplan: 665 / 78500
-- area by class of cell --
| type | instances | area (um^2) |
|---|---|---|
| Fill cell | 11500 | 67800 |
| Inverter | 3 | 13.8 |
| Tap cell | 2058 | 2570 |
| Antenna cell | 7 | 17.5 |
| Multi-Input combinational cell | 2024 | 15200 |
| Clock inverter | 81 | 541 |
| Clock buffer | 277 | 5400 |
| Timing Repair Buffer | 254 | 1990 |
| Sequential cell | 2080 | 62500 |
-- layer usage --
layer	track usage (%)	up-vias	part of all wire, %
met5	1.21	-	0.14
met1	42.0	21700	34
met3	24.4	365	18
met2	41.6	2856	45
li1	-	18800	-
met4	6.70	20	2.8
-- logic make-up (layout without fill, tap and decap cells) --
family | Yosys count | after routing | share of synthesized area (%)
compound gates | 1283 | 1283 | 11.8
other cells | 0 | 7 | 0
mux | 322 | 322 | 4.35
simple gates | 419 | 419 | 2.44
flops | 2080 | 2080 | 79.6
buf+inv | 332 | 615 | 1.79
-- layout by cell type (no fill, tap or decap), types with 72 or more instances in the layout --
cell type,count
buf_4,178
clkbuf_16,205
mux2i_1,242
edfxtp_1,2080
mux2_2,72
o21ai_0,97
o22ai_1,238
clkbuf_1,72
nor2_1,84
nand2_1,116
a221oi_1,166
a22oi_1,477
-- synthesized netlist by cell type, types with 3 or more instances --
cell / count / area share (%)
nand2_1: 117 / 0.56
nand3b_1: 4 / 0.038
nor3_1: 49 / 0.31
a22o_1: 29 / 0.32
mux2i_1: 242 / 3.1
buf_2: 57 / 0.36
a31oi_1: 44 / 0.35
a221oi_1: 166 / 1.9
o22ai_1: 238 / 1.9
o22a_1: 30 / 0.33
nand3_1: 5 / 0.032
mux2_2: 72 / 1.0
or4_1: 14 / 0.13
a211o_1: 16 / 0.18
a311oi_1: 16 / 0.18
nor3b_1: 4 / 0.038
buf_4: 8 / 0.077
o32ai_1: 4 / 0.045
or3_1: 30 / 0.24
mux4_2: 8 / 0.23
nor2b_1: 9 / 0.072
and2_1: 3 / 0.024
edfxtp_1: 2080 / 80
o221ai_1: 21 / 0.23
o211ai_1: 15 / 0.14
a22oi_1: 477 / 4.6
o21ai_0: 97 / 0.62
buf_1: 46 / 0.22
buf_6: 8 / 0.11
clkbuf_1: 210 / 1.0
nor2_1: 155 / 0.74
a211oi_1: 17 / 0.16
a21oi_1: 70 / 0.45
a221oi_2: 5 / 0.096
nor4_1: 15 / 0.12
a21boi_0: 14 / 0.13
and3b_1: 3 / 0.033
a221o_1: 14 / 0.18
-- power breakdown --
part	switching [mW]	leakage, nW	total, mW	internal (mW)
clock	1.12	2.88	2.54	1.42
combinational	0.237	5.99	0.326	0.0891
sequential	0.00421	18.7	3.52	3.52
total	1.36	27.6	6.39	5.03
-- worst max-delay path, delay by kind of cell --
family                 cells  cell delay [ps]
AOI/OAI and AO/OA          3             1460
and+or+nand+nor            1              650
buffers and inverters      5             2390
Power and IR drop assume default switching activity.
